## run.sh

```bash
#!/bin/bash
# OpenROAD 26Q1-2900-gdf79404cd8, Yosys 0.63+post, stock flow scripts
make -C /OpenROAD-flow-scripts/flow DESIGN_CONFIG=/design/flow/config.mk WORK_HOME=/design/flow/orfs finish
```

## config.mk

```make
export PLATFORM = sky130hd
export DESIGN_NAME = maquinaDig
export DESIGN_NICKNAME = maquinaDig
export VERILOG_FILES = /design/flow/design.v
export SDC_FILE = /design/flow/constraint.sdc
export NUM_CORES = 4
export LEC_CHECK = 1
export CORE_UTILIZATION = 50
```

## constraint.sdc

```tcl
current_design maquinaDig

set clk_period 4.9
set clk_io_pct 0.2

create_clock -name clk0 -period $clk_period [get_ports {cristal_i}]

set non_clock_inputs [all_inputs -no_clocks]
set_input_delay [expr $clk_period * $clk_io_pct] -clock clk0 $non_clock_inputs
set_output_delay [expr $clk_period * $clk_io_pct] -clock clk0 [all_outputs]
```

## design.v

```verilog
`timescale 1ns / 1ps
module CLK_clk_o100(
    input cristal_i,
    input RST_rst_i,
    output reg CLK_clk_o
    );
	 localparam constantNumber = 500000;
	 reg [18:0] count;
		always @ (posedge(cristal_i), posedge(RST_rst_i))
		begin
			if (RST_rst_i)
				begin
					count <= 0;
					CLK_clk_o <= 0;
				end
			else if (count == constantNumber - 1)
				begin
					count <= 0;
					CLK_clk_o<= !CLK_clk_o;
				end
			else
				begin 
					count <= count + 1'b1;
					CLK_clk_o <= CLK_clk_o;
				end
		end
endmodule
`timescale 1ns / 1ps
module sevenseg(
 input CLK_clk_i, RST_rst_i,
 input [6:0] in0_i, in3_i,   
 output a_o, b_o, c_o, d_o, e_o, f_o, g_o, dp_o,  
 output [3:0] an_o    
 );
localparam N = 18;
reg [N-1:0]count;  
always @ (posedge CLK_clk_i or posedge RST_rst_i)
	begin
		if (RST_rst_i)
			begin
				count <= 0;
			end
		else
			count <= count + 1'b1;
	end
reg [6:0]sseg;  
reg [3:0]an_temp;  
always @ (*)
	begin
		case(count[N-1:N-2])  
		2'b00 :   
			begin
				sseg = in0_i;
				an_temp = 4'b1110;
			end
		2'b01:   
			begin
				sseg = 7'b0111111;
				an_temp = 4'b1101;
			end
		2'b10:   
			begin
				sseg = 7'b0111111;
				an_temp = 4'b1011;
			end
		2'b11:   
			begin
				sseg = in3_i;
				an_temp = 4'b0111;
			end
		endcase
	end
assign an_o = an_temp;
assign {g_o, f_o, e_o, d_o, c_o, b_o, a_o } = sseg;  
assign dp_o = 1'b1;  
endmodule
`timescale 1ns / 1ps
module maq_Digitales(Sensor_Temp_i,Sensor_Humo_i, CLK_clk_i, RST_rst_i, variablealerta_o, variableestado_o, Led1_o, Led2_o, Led3_o);
   input Sensor_Temp_i,Sensor_Humo_i,CLK_clk_i,RST_rst_i;  
	output reg [6:0] variablealerta_o, variableestado_o;
	output reg Led1_o, Led2_o, Led3_o;  
	reg [1:0] est_act;
	reg [1:0] est_prox; 
	parameter E0=2'b00, E1=2'b01, E2=2'b10, E3=2'b11;  
	always @ (posedge CLK_clk_i ) 
		begin
			if (RST_rst_i) 
				est_act <= E0;
			else 
				est_act <= est_prox;
		end
	always @ (*) 
		begin
			est_prox <= est_act;
			case (est_act)  
				E0:
					begin
						if (Sensor_Temp_i && ~Sensor_Humo_i)
							est_prox <= E1;
						else if (~Sensor_Temp_i && Sensor_Humo_i)
							est_prox <= E2;
						else if (Sensor_Temp_i && Sensor_Humo_i)
							est_prox <= E3;
						else 
							est_prox <= E0;
							begin
								variablealerta_o <= 7'b1000000;
								variableestado_o <= 7'b1000000;
								Led1_o <= 1'b0;   
								Led2_o <= 1'b0;
								Led3_o <= 1'b0;
							end						
					end
				E1:
					begin
						if (~Sensor_Temp_i && ~Sensor_Humo_i)
							est_prox <= E0;
						else if (~Sensor_Temp_i && Sensor_Humo_i)
							est_prox <= E2;
						else if (Sensor_Temp_i && Sensor_Humo_i)
							est_prox <= E3;
						else 
							est_prox <= E1;
							begin
								variablealerta_o <= 7'b0000111;
								variableestado_o <= 7'b1111001;
								Led1_o <= 1'b1;   
								Led2_o <= 1'b0;
								Led3_o <= 1'b0;
							end
					end
				E2:
					begin
						if (~Sensor_Temp_i && ~Sensor_Humo_i)
							est_prox <= E0;
						else if (Sensor_Temp_i && ~Sensor_Humo_i)
							est_prox <= E1;
						else if (Sensor_Temp_i && Sensor_Humo_i)
							est_prox <= E3;
						else 
							est_prox <= E2;
							begin
								variablealerta_o <= 7'b0001011;
								variableestado_o <= 7'b0100100;
								Led1_o <= 1'b0;   
								Led2_o <= 1'b1;
								Led3_o <= 1'b0;
							end
					end
				E3:
					begin
						if (Sensor_Temp_i && ~Sensor_Humo_i)
							est_prox <= E1;
						else if (~Sensor_Temp_i && Sensor_Humo_i)
							est_prox <= E2;
						else if (~Sensor_Temp_i && ~Sensor_Humo_i)
							est_prox <= E0;
						else 
							est_prox <= E3;
							begin
								variablealerta_o <= 7'b0001000;
								variableestado_o <= 7'b0110000;
								Led1_o <= 1'b0;   
								Led2_o <= 1'b0;
								Led3_o <= 1'b1;
							end
					end
			endcase
		end
endmodule
`timescale 1ns / 1ps
module maquinaDig(
		input cristal_i, RST_rst_i,Sensor_Temp_i,Sensor_Humo_i, 
		output wire [3:0] an_o,
		output wire Led1_o, Led2_o, Led3_o,
		output wire a_o, b_o, c_o, d_o, e_o, f_o, g_o, dp_o
		);
		wire [6:0] variablealerta_o, variableestado_o;
		wire CLK_clk_o;
CLK_clk_o100 CLK_clk_o100 (
    .cristal_i(cristal_i), 
    .RST_rst_i(RST_rst_i), 
    .CLK_clk_o(CLK_clk_o)
    );
maq_Digitales maq_Digitales (
    .Sensor_Temp_i(Sensor_Temp_i), 
    .Sensor_Humo_i(Sensor_Humo_i), 
    .CLK_clk_i(CLK_clk_o), 
    .RST_rst_i(RST_rst_i), 
	 .variablealerta_o(variablealerta_o), 
    .variableestado_o(variableestado_o), 
    .Led1_o(Led1_o), 
    .Led2_o(Led2_o), 
    .Led3_o(Led3_o)
    );
sevenseg sevenseg (
    .CLK_clk_i(cristal_i), 
    .RST_rst_i(RST_rst_i), 
    .in0_i(variableestado_o),  
    .in3_i(variablealerta_o), 
    .a_o(a_o), 
    .b_o(b_o), 
    .c_o(c_o), 
    .d_o(d_o), 
    .e_o(e_o), 
    .f_o(f_o), 
    .g_o(g_o), 
    .dp_o(dp_o), 
    .an_o(an_o)
    );
endmodule
```

==> results.txt <==
Quick summary of the implementation run below.

In this run the static leakage power is 1.14 nW. The placeable core region came out at 0.00409 sq mm. For reference, the critical path cell chain is inv_1 -> ha_1 -> o21bai_1 -> a21oi_1 -> clkdlybuf4s50_1. The sequential element share of the synthesized area came out at 0.474. The total negative slack for setup checks came out at 0 ns. Hold analysis lists the worst path endpoint as sevenseg.count[5].

The hold path depth came out at 1. The number of max-capacitance violations reported is 0. The largest net degree at the start of global routing came out at 39.

The synthesized area divided by synthesized cell count is 10.2 sq um. The fill cell total of the finished layout came out at 334. The number of gates resized after CTS came out at 0.

The largest driver fanout on the critical path came out at 11. The required arrival time at the worst endpoint came out at 3.92 ns. The placer's final routability congestion estimate is 0.815. In this run the count of I/O pins placed on the die edge is 19. The total detailed-routing wirelength came out at ~3500 um. Among all stages on the critical path, the largest delay is contributed by clkdlybuf4s50_1. The count of pins over their slew limit is 0. The violation count after the first detailed-route iteration is 65. In the routed layout, each cell is associated on average with a via count of 5.21.

The reg2reg setup slack is 3.20 ns. Of the cells placed in the final design, the portion with a size suffix greater than 1 is 0.0756. The final report lists the setup-violating endpoint count as 0. The insertion delay of the later-clocked pin in the worst-skew pair is 0.29 ns. 7 endpoints have no timing constraint.

For the worst min-delay path, the startpoint reported by OpenROAD is sevenseg.count[5]. The routed design ends up with an antenna cell count of 0. The type of the tightest min-delay check is flop to flop.

STA puts the critical path data arrival time at ~2.0 ns. The number of buffers and inverters on the critical path is 2. The via count of the first global-routing pass came to between 1000 and 1500. The fraction of the core area occupied by cells at floorplan came out at 0.532. The global route stage reports its total congestion overflow as 0.

The number of storage elements in the synthesis netlist is 42. For reference, the placement row count at floorplan is 23. The DRC violation count after routing came out at 0. The post-synthesis to final-layout area growth came out at 14.9%. In this run the critical register-to-register path is captured at CLK_clk_o100.count[18]. The power per standard cell area is 220 mW/mm^2. The first-pass iteration count of the detailed router is 4. The area of the synthesized netlist per yosys stat came out at 0.00217 sq mm. The overall chip area came out at roughly 0.0046 sq mm.

The worst-case clock skew came out at 0.00795 ns. The H-tree depth came out at 2. Hold-check failures listed in the final report amount to 0. The worst setup path is captured at a primary output. In this run the clock root is driven by a clkbuf_8. In the finished design, the share of the clock period the worst path needs comes to 0.601. The delay of the slowest critical-path stage is approximately 0.46 ns. The chip height came out at 68.0 um.

The post-CTS setup buffer count came out at 0. For this run the detailed placement stage logged an HPWL of 2590 um. The first global-routing pass estimated 6200 um of wire. The maximum root-to-sink buffer count is 2.

TritonCTS built the clock tree. The yosys stat cell total came out at 214. The initial antenna violation count is 0. The start of the worst register-to-register path is CLK_clk_o100.count[0]. The post-cts hold buffer count came out at 0. The run finished with clean final reports. STA classifies the critical path startpoint as a flop. The count of vias placed by the detailed router is approximately 1500. Summing internal, switching and leakage power gives between 500 and 600 uW.

The number of routed nets with antenna violations came out at 0. Setup repair after global routing left no endpoint under its margin. In this run, distinct cell masters in the synthesized netlist total 38.

The overall fraction of global-route tracks in use is 0.181. The total CTS buffers is 5. The width of the die is 68.0 um. In this run the tool buffered the top-level ports with 17 buffer cells. In this design, the largest share of critical-path delay is due to buffers and inverters. The mapped cell area is 0.00217 sq mm.

The per-cell routed wire length came out at 12.2 um. The highest ir drop seen on vdd came out at 0.117 mV. The shortest period the worst path allows is 2.94 ns. During synthesis, Yosys emitted a total of 3 warnings. The maximum clock frequency is about 340 MHz.

Looking at the setup timing report, the critical path kind is flop to primary output. The gate count after technology mapping is between 200 and 250. The number of cells on the worst reg-to-reg path came out at 5.

The clock slew at the register clock pins of the worst setup and hold paths came out at 0.08 ns. The number of logged tool warnings is 36. The count of unclocked register or latch pins is 4.
==> cells by family after synthesis <==
logic type	after synthesis	share of synthesized area
simple gates	82	0.209
mux	1	0.00460
compound gates	24	0.0627
other cells	1	0.00172
buf+inv	18	0.0345
fa+ha+maj	14	0.0806
xor+xnor	32	0.132
flops	42	0.474
==> synth_stat cells <==
library cell	instances	share of area
xor2_2	1	0.0075
o22ai_1	1	0.0029
nor3_2	1	0.0046
ha_1	14	0.081
and3_1	2	0.0058
nand4_1	7	0.020
a22oi_1	2	0.0069
conb_1	1	0.0017
xor2_1	11	0.044
nor4b_1	1	0.0040
nor2b_1	1	0.0029
dfrtp_1	38	0.44
a211oi_1	1	0.0035
or4b_1	2	0.0092
nand2_1	10	0.017
xnor2_1	20	0.081
inv_1	15	0.026
nor3_1	5	0.012
mux2i_1	1	0.0046
a21oi_1	12	0.028
nor2_1	24	0.041
nor4_2	2	0.012
nand3_1	16	0.037
o21ai_1	1	0.0023
o31ai_1	1	0.0035
or3b_2	1	0.0040
buf_4	2	0.0069
or4_1	1	0.0035
nor4_1	1	0.0029
clkbuf_1	1	0.0017
dfxtp_1	4	0.037
a31oi_1	2	0.0058
or2_2	1	0.0029
nand4_2	2	0.012
nand3b_1	1	0.0035
and4_1	4	0.016
o21bai_1	1	0.0035
o21ai_0	3	0.0069
==> report_power, final <==
part           leakage, nW  switching (mW)  internal [mW]
sequential           0.545               0          0.314
clock               0.0472           0.107          0.113
combinational        0.550          0.0112        0.00585
==> worst register-to-register path: cells and delay by family (launching register included) <==
| family | cells | cell delay [ns] |
|---|---|---|
| adder cells (fa/ha/maj) | 1 | 0.24 |
| flip-flops | 1 | 0.40 |
| multiplexers | 1 | 0.23 |
| AND/OR/NAND/NOR | 3 | 0.73 |
==> cell usage in the layout, fill, tap and decap left out, types with 3 or more instances in the layout <==
cell             Yosys  final
o21ai_0              3      3
nand3_1             16     16
and4_1               4      4
inv_1               15     15
dfxtp_1              4      4
nor2_1              24     24
clkbuf_8             0      6
xnor2_1             20     20
dfrtp_1             38     38
a21oi_1             12     12
nor3_1               5      5
ha_1                14     14
xor2_1              11     11
nand4_1              7      7
nand2_1             10     10
clkdlybuf4s50_1      0     17
==> stage by stage <==
stage / utilization / cell area, sq um / hold WS, ns / cells / setup WS (ns)
floorplan: - / 2170 / 0.438 / 214 / 2.79
global route: 0.611 / 2500 / 0.491 / 288 / 1.78
CTS: 0.611 / 2500 / 0.475 / 288 / 1.94
detailed placement: 0.588 / 2400 / 0.465 / 280 / 2.24
finish: 0.611 / 2500 / 0.474 / 288 / 1.96
global placement: 0.588 / 2400 / 0.455 / 280 / 2.30
==> sequential cells by signal, indices dropped and copies added, names as in the netlist <==
name                    cells
CLK_clk_o100.count         19
sevenseg.count             18
maq_Digitales.est_act       4
CLK_clk_o100.CLK_clk_o      1
==> final cells by class <==
type | instances | area, sq um | share of cell area
Clock buffer | 6 | 82.6 | 0.0330
Multi-Input combinational cell | 154 | 1070 | 0.428
Clock inverter | 2 | 12.5 | 0.00501
Tap cell | 50 | 62.6 | 0.0250
Sequential cell | 42 | 1030 | 0.413
Timing Repair Buffer | 19 | 185 | 0.0741
Inverter | 15 | 56.3 | 0.0225
==> routing by layer <==
metal	GRT usage	routed length [um]	vias to the layer above
met5	0	0	-
met4	0.0208	40	0
met3	0.0338	97	5
met2	0.283	1610	18
met1	0.284	1780	698
li1	-	-	779
==> worst max-delay path by stage <==
stage | from | endpoint | slack, ns | depth (start not counted)
after global routing | sevenseg.count[16] | a_o | 1.78 | 5
after CTS | sevenseg.count[16] | a_o | 1.94 | 5
final | sevenseg.count[16] | a_o | 1.96 | 5
Power and IR drop assume default switching activity.
